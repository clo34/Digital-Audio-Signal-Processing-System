==> design/flow/run.sh <==
#!/bin/bash
# OpenROAD 26Q1-2900-gdf79404cd8, Yosys 0.63+post, stock flow scripts
make -C /OpenROAD-flow-scripts/flow DESIGN_CONFIG=/design/flow/config.mk WORK_HOME=/design/flow/orfs finish
==> design/flow/config.mk <==
export PLATFORM = sky130hd
export DESIGN_NAME = accumReg18
export DESIGN_NICKNAME = accumReg18
export VERILOG_FILES = /design/flow/design.v
export SDC_FILE = /design/flow/constraint.sdc
export NUM_CORES = 4
export LEC_CHECK = 1
export CORE_AREA = 10 10 73 73
export DIE_AREA = 0 0 83 83
==> design/flow/constraint.sdc <==
current_design accumReg18

set clk_period 1.0
set clk_io_pct 0.2

create_clock -name clk0 -period $clk_period [get_ports {clk}]

set non_clock_inputs [all_inputs -no_clocks]
set_input_delay [expr $clk_period * $clk_io_pct] -clock clk0 $non_clock_inputs
set_output_delay [expr $clk_period * $clk_io_pct] -clock clk0 [all_outputs]
==> design/flow/design.v <==
module accumReg18(
  input clk,				 
  input rst_n,				 
  input en,					 
  input [17:0] newSum,		 
  output [17:0] accum		 
);
  genvar i;
  generate
    for (i = 0; i < 18; i = i + 1) begin : accum_ff_gen
      d_en_ff u_dff (
        .clk(clk),
        .D(newSum[i]),
        .CLRN(rst_n),
        .EN(en),
        .Q(accum[i])
      );
    end
  endgenerate
endmodule
module d_en_ff(
  input clk,
  input D,			 
  input CLRN,		 
  input EN,			 
  output logic Q
);
  logic D_mux;
  assign D_mux = EN ? D : Q;
  d_ff u_ff(
    .clk(clk),
    .D(D_mux),
    .CLRN(CLRN),
    .PRN(1'b1),
    .Q(Q)
  );
endmodule
module d_ff(
  input clk,
  input D,			 
  input CLRN,		 
  input PRN,		 
  output reg Q		 
);
always_ff @(posedge clk, negedge CLRN, negedge PRN)
  if (!CLRN)
    Q <= 1'b0;
  else if (!PRN)
    Q <= 1'b1;
  else
    Q <= D;
endmodule
==> impl_metrics.csv <==
group,metric,value,unit
flow_run,log.warning_count,26,
setup_path,cp_max_fo,2,
synthesis,ys_seq_share,52.55,%
setup_path,reg2reg_depth,3,
cells_and_area,lay_top_cells,"19 x clkdlybuf4s50_1, 18 x dfrtp_1, 18 x buf_2",
route,detail_route.first_pass.iterations,4,
synthesis,yosysWarnings,2,
sta,setup_viol,0,
cells_and_area,top_regs,"accum_ff_gen.u_dff.u_ff.Q: 18 flops",
route,routed_wl,1.860,mm
cells_and_area,area_growth,44.09,%
sta,hold_slack,0.2843,ns
synthesis,synth_chip_area,857.1,um^2
global_routing,busiest_layer,"met2",
global_routing,grt_pass1_vias,557,
clocking,root_buffer,"clkbuf_8",
floorplanning,core,3744,um^2
clocking,cts_tree,"built",
route,antenna_cells,0,
floorplanning,die_y,83,um
cells_and_area,lay_top_count,"clkdlybuf4s50_1",
clocking,clkLatencyLatePin,0.25,ns
sta,fmax,1.043,GHz
synthesis,synth-seq-cells,18,
placement,io_buffers,38,
global_routing,antenna_found_initial,0,
floorplanning,chipArea,6889,um^2
synthesis,yosysUniqueCellTypes,6,
route,vias,475,
cells_and_area,fin_area,1235,um^2
placement,placed_cell_area,1179,um^2
power,peakVddDrop,0.0003787,V
clocking,cts_buffer_depth,2,
floorplanning,rows,22,
route,wl_per_cell,13.58,um
floorplanning,die_w,83,um
synthesis,postSynthAreaPerCell,15.30,um^2
placement,gp_congestion,0.6934,
placement,dp_cells,125,
route,drt_iter0_markers,14,
setup_path,crit_type,"flop to flop",
global_routing,use_met1,6.194,%
setup_path,worstPathRequired,1.14,ns
setup_path,crit_arrival,1.09,ns
cells_and_area,num-fill-cells,388,
clocking,clk_pin_slew_worst_paths,0.07,ns
cells_and_area,top_register,"accum_ff_gen.u_dff.u_ff.Q",
global_routing,gr-total-overflow,0,
cells_and_area,drive_above_1_share,57.30,%
sta,fin_crit,0.9592,ns
power,p_per_area,1435,nW/um^2
flow_run,maxCapViolCount,0,
synthesis,synthCells,56,
sta,finalSetupTns,0,ns
setup_path,start_kind,"flop",
global_routing,grt_pass1_wl,2.904,mm
setup_path,end_kind,"flop",
sta,finalHoldViolCount,0,
sta,worst_slew_pin_slew,0.1651,ns
floorplanning,fp-utilization,22.89,%
min_path,hold_path_class,"primary input to asynchronous set/reset pin",
route,drc_errors,0,
power,leakagePower,0.5829,nW
floorplanning,io-pin-count,39,
clocking,clkSinkCount,18,
cells_and_area,largest_reg_flops,18,
clocking,cts_max_level,1,
route,drtAntennaViolNets,0,
cells_and_area,fin_cells,137,
sta,clock_skew,0,ns
sta,maxSlewHeadroom,88.99,%
sta,period_used_share,95.92,%
run_status,status,"completed",
sta,slew_violations,0,
cells_and_area,fin_util,32.99,%
clocking,cts_made_buffers,3,
route,via_per_inst,3.467,
sta,rsz0062_at_grt,"true",
synthesis,ys_cells,56,
global_routing,met3_usage,0.8858,%
global_routing,grtUsageTotal,5.032,%
global_routing,use_met2,8.659,%
synthesis,syn_area,857.1,um^2
global_routing,grt_max_degree,19,
-- logic make-up after synthesis --
| family | count (synthesis) | synth area share (%) |
|---|---|---|
| buffers and inverters | 20 | 19.42 |
| muxes | 18 | 28.03 |
| DFF | 18 | 52.55 |
-- layer usage --
metal	routed length (um)	share of wire (%)
met5	0	0
met3	66	3.5
met4	36	1.9
met1	804	43
met2	952	51
-- metrics by stage --
stage                     setup slack (ns)  total power, mW
after global routing             -0.009515            1.880
final                              0.04081            1.772
after floorplan                     0.1318            1.050
after global placement             -0.3537            1.221
after detailed placement           -0.3743            1.226
after CTS                          0.01619            1.808
-- worst max-delay path, stage by stage (launching register included) --
cell     delay (ns)
dfrtp_1        0.38
buf_6          0.12
buf_6          0.10
mux2_4         0.25
-- power by group --
part           leakage, nW  internal [mW]  total (mW)  switching [mW]
clock               0.0288          0.349       0.580           0.231
combinational        0.344          0.272       0.356          0.0837
sequential           0.210          0.801       0.836          0.0345
total                0.583           1.42        1.77           0.349
-- synth_stat cells --
master   instances  area [um^2]
buf_12           1        20.02
buf_4           18        135.1
buf_6            1        11.26
dfrtp_1         18        450.4
mux2_2           8        90.09
mux2_4          10        150.1
-- path summary, 6_finish.rpt --
check                                                   from                       endpoint  slack, ns
worst max-delay path            accum_ff_gen[7].u_dff.u_ff.Q   accum_ff_gen[7].u_dff.u_ff.Q       0.04
min in group clk0               accum_ff_gen[6].u_dff.u_ff.Q   accum_ff_gen[6].u_dff.u_ff.Q       0.51
worst max register to register  accum_ff_gen[7].u_dff.u_ff.Q   accum_ff_gen[7].u_dff.u_ff.Q       0.04
worst min register to register  accum_ff_gen[6].u_dff.u_ff.Q   accum_ff_gen[6].u_dff.u_ff.Q       0.51
max in group asynchronous                              rst_n  accum_ff_gen[17].u_dff.u_ff.Q       0.59
worst min-delay path                                   rst_n   accum_ff_gen[6].u_dff.u_ff.Q       0.28
-- area by class of cell --
type / instances / area [um^2] / share of cell area (%)
multi-input combinational: 18 / 240.2 / 19.45
tap: 48 / 60.06 / 4.863
sequential: 18 / 450.4 / 36.47
clock buffer: 4 / 55.05 / 4.458
timing repair buffer: 49 / 429.2 / 34.75
-- timing repair --
action                                 4_1_cts  5_1_grt
endpoints found under the hold margin        0        0
gates cloned                                 1        0
hold buffers                                 0        0
buffers inserted                             7        0
resized                                     55        2
setup endpoints to repair                   36        2
Power is estimated from default activity; no workload was simulated.
