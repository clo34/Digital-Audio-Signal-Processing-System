## flow/run.sh

```bash
#!/bin/bash
# OpenROAD 26Q1-2900-gdf79404cd8, Yosys 0.63+post, stock flow scripts
make -C /OpenROAD-flow-scripts/flow DESIGN_CONFIG=/design/flow/config.mk WORK_HOME=/design/flow/orfs finish
```

## flow/config.mk

```make
export PLATFORM = sky130hd
export DESIGN_NAME = codec_intf
export DESIGN_NICKNAME = codec_intf
export VERILOG_FILES = /design/flow/design.v
export SDC_FILE = /design/flow/constraint.sdc
export NUM_CORES = 4
export LEC_CHECK = 1
export CORE_UTILIZATION = 30
```

## flow/constraint.sdc

```tcl
current_design codec_intf

set clk_period 3.6
set clk_io_pct 0.2

create_clock -name clk0 -period $clk_period [get_ports {clk}]

set non_clock_inputs [all_inputs -no_clocks]
set_input_delay [expr $clk_period * $clk_io_pct] -clock clk0 $non_clock_inputs
set_output_delay [expr $clk_period * $clk_io_pct] -clock clk0 [all_outputs]
```

## flow/design.v

```verilog
module codec_intf(clk,rst_n,ADCDAT,lft_out,rht_out,LRCLK,BCLK,MCLK,DACDAT,lft_in,rht_in,valid);
  input clk,rst_n;		 
  input ADCDAT;			 
  input [15:0] lft_out;	 
  input [15:0] rht_out;	 
  output reg LRCLK;		 
  output BCLK;			 
  output MCLK;			 
  output DACDAT;		 
  output [15:0] lft_in;	 
  output [15:0] rht_in;	 
  output reg valid;		 
  wire LRCLK_early_riseing, LRCLK_falling, LRCLK_transitioning;
  wire set_valid;
  wire BCLK_rising, BCLK_falling; 
  reg [9:0] clk_cnt;		 
  reg [15:0] shft_reg_out;	 
  reg [15:0] shft_reg_in;	 
  reg [15:0] lft_in;		 
  reg [15:0] lft_buffer;	 
  reg [15:0] rht_buffer;	 
  always_ff @(posedge clk, negedge rst_n)
    if (!rst_n)
      clk_cnt <= 10'h200;		 
    else
      clk_cnt <= clk_cnt + 1;
  assign LRCLK_early = clk_cnt[9];	 
  assign BCLK = clk_cnt[4];		 
  assign MCLK = clk_cnt[1];		 
  always_ff @(posedge clk, negedge rst_n)
    if (!rst_n)
	  LRCLK <= 1'b1;
	else
	  LRCLK <= LRCLK_early;
  assign LRCLK_transitioning = &clk_cnt[8:0];	 
  assign LRCLK_rising = LRCLK_transitioning & ~LRCLK_early;
  assign LRCLK_falling = LRCLK_transitioning & LRCLK_early;
  assign BCLK_rising = ~BCLK & &clk_cnt[3:0];
  assign BCLK_falling = BCLK & &clk_cnt[3:0];
  assign set_valid = ~LRCLK_early & &clk_cnt[8:5] & BCLK_rising;
  always_ff @(posedge clk, negedge rst_n)
    if (!rst_n)
	  valid <= 1'b0;
	else if (set_valid)
	  valid <= 1'b1;
	else if (LRCLK_rising)
	  valid <= 1'b0;
  always_ff @(posedge clk)
    if (set_valid) begin
	  lft_buffer <= lft_out;
	  rht_buffer <= rht_out;
	end
  always_ff @(posedge clk)
    if (LRCLK_rising)
	  shft_reg_out <= lft_buffer;
	else if (LRCLK_falling)
	  shft_reg_out <= rht_buffer;
	else if (BCLK_falling)
	  shft_reg_out <= {shft_reg_out[14:0],1'b0};
  assign DACDAT = shft_reg_out[15];
  always_ff @(posedge clk)
	if (BCLK_rising)
	  shft_reg_in <= {shft_reg_in[14:0],ADCDAT};
  always_ff @(posedge clk)
    if (LRCLK_falling)
	  lft_in <= shft_reg_in;		 
  assign rht_in = shft_reg_in;		 
endmodule
```

==> impl_results.rst <==
Metrics
=======

.. list-table::
   :header-rows: 1

   * - Metric
     - Value
   * - Result of the run
     - finished, final reports clean
   * - Fin worst setup slack
     - 0.918 ns
   * - Met1 Routed Length
     - 2.40 mm
   * - Worst path arrival time
     - 2.65 ns
   * - Die outline height
     - 106 µm
   * - Log Warnings
     - 26
   * - Core area
     - 0.0104 mm²
   * - Number of buffers inserted during clock tree synthesis
     - 9
   * - Global router's overall resource usage
     - 9.51%
   * - Clock sink total
     - 92
   * - Number of buffers inserted to repair setup after CTS
     - 0
   * - Net load switching power
     - 0.000348 W
   * - Peak VDD IR
     - 0.208 mV
   * - Kind of cell with the highest combined delay on the critical path
     - simple AND/OR/NAND/NOR gates
   * - Hold-fix buffer count after cts
     - 0
   * - Accumulated negative setup slack
     - 0 ns
   * - Latency at later pin
     - 0.35 ns
   * - Chip area
     - 0.0112 mm²
   * - Cell total in the yosys stat output
     - 172
   * - Minimum setup slack after placement
     - 0.913 ns
   * - Chain of cells forming the critical path
     - ha_1 -> and3_1 -> and3_1 -> and3_1 -> ha_1 -> buf_4 -> and2_1
   * - IO Port Bufs
     - 71
   * - Yosys warning tally
     - 3
   * - Number of iterations in the first detailed-routing pass
     - 4
   * - Std cell rows
     - 37
   * - Internal power contribution
     - 0.00157 W
   * - Leading cell types in the layout, fill and taps excluded
     - 80 x sky130_fd_sc_hd__edfxtp_1, 71 x sky130_fd_sc_hd__clkdlybuf4s50_1, 16 x sky130_fd_sc_hd__mux2i_1
   * - Synth-to-layout area growth
     - 33.5%
   * - CTS tree
     - done
   * - Routed met2 length
     - 2.08 mm
   * - Relative contribution of the clock network to total power
     - 38.1%
   * - Storage element area
     - 0.00271 mm²
   * - Data required time at the worst endpoint
     - 3.57 ns
   * - Clock transition at the registers of the reported paths
     - 0.09 ns
   * - Initial drt markers
     - 48
   * - Total overflow reported by the global router
     - 0
   * - Master cell of the clock root buffer
     - sky130_fd_sc_hd__clkbuf_8
   * - Maximum root-to-sink buffer count
     - 2
   * - Crit path time final
     - 2.68 ns
   * - Share of the yosys chip area belonging to registers
     - 83.4%
   * - Resize count post-CTS
     - 0
   * - Relative max-transition margin
     - 49.7%
   * - Buf+Inv Stages, Crit Path
     - 1
   * - #FFs+latches synth
     - 92
   * - Highest cell delay on the worst timing path
     - 0.67 ns
   * - Comb power frac
     - 2.1%
   * - Highest signal layer in the routed design
     - met4
   * - Fillcell total
     - 938
   * - Antenna diode count
     - 0
   * - Tally of nets with antenna violations remaining after routing
     - 0
   * - Wire length of the first global-routing pass
     - 7.76 mm
   * - Width of the die
     - 106 µm
   * - DR vias
     - 1,631
   * - Pin count of the biggest net entering global routing
     - 35
   * - Final HPWL DP
     - 3.20 mm
   * - Clock skew
     - 0.0106 ns
   * - Final Hold Vio Count
     - 0
   * - Share of the clock period used by the worst path
     - 74.5%
   * - Largest cells by area after synthesis
     - sky130_fd_sc_hd__edfxtp_1 74%, sky130_fd_sc_hd__dfrtp_1 7.7%, sky130_fd_sc_hd__mux2i_1 4.9%
   * - Kind of critical path
     - reg -> reg
   * - Detail Route met3 WL
     - 359 µm
   * - Average size of a mapped cell
     - 18.8 µm²
   * - Count of distinct cell types in the synthesized netlist
     - 24
   * - Switching share of power
     - 18.1%
   * - Cell accounting for the most synthesized area
     - sky130_fd_sc_hd__edfxtp_1
   * - Total power consumption of the routed design
     - 0.00192 W
   * - Leakage power of the design
     - 1.52 nW
   * - Share of final-layout standard cells stronger than drive strength 1
     - 8.20%
   * - Final core area utilization
     - 41.5%
   * - DRC
     - 0
   * - Finish-stage setup viols
     - 0
   * - Kind of end point of the critical path
     - flop
   * - Number of pins exceeding their max-slew limit in the final report
     - 0
   * - MI comb area
     - 492 µm²
   * - Setup repair after global routing missed its margin
     - no
   * - Worst path slowest cell
     - sky130_fd_sc_hd__and2_1
   * - Detail-routed via count per cell
     - 4.16
   * - Fraction of synthesized cell area taken by the top area cell type
     - 74.1%
   * - Level count of the clock H-tree
     - 3
   * - Largest fanout on the critical path
     - 34
   * - RePlAce Congestion
     - 0.705
   * - Number of global-route vias before repair
     - 1,624
   * - Number of ports placed on the die boundary
     - 72
   * - Synth Cell Area
     - 0.00324 mm²
   * - Post-Route WL
     - 4.93 mm
   * - Top cell excl fill/tap
     - sky130_fd_sc_hd__edfxtp_1
   * - Routed wire length per instance
     - 12.6 µm
   * - Class of the worst hold path
     - reg -> reg
   * - Yosys synthesis chip area
     - 0.00324 mm²
   * - Post-Syn Instances
     - 172
   * - Pwr dens
     - 444 mW/mm²
   * - Antenna violations before repair
     - 0
   * - Cell type with the highest occurrence count on the critical path
     - sky130_fd_sc_hd__and3_1
   * - Maximum clock frequency
     - 0.373 GHz
   * - Number of instances in the placed design
     - 376
   * - Slew at the pin with the worst max-slew slack
     - 0.755 ns
   * - Startpoint class of the critical path
     - flop
   * - Max-capacitance violation count
     - 0
   * - Starting density of the core
     - 31.1%
   * - Power share of the sequential group
     - 59.8%
   * - Final Instance Count excl. Fillers
     - 392
[path summary, 6_finish.rpt]
kind	slack (ns)	depth (start not counted)	endpoint	startpoint
setup / recovery	0.92	7	lft_in[14]	clk_cnt[1]
hold / removal	0.46	0	lft_in[15]	shft_reg_in[15]
setup reg to reg	0.92	7	lft_in[14]	clk_cnt[1]
hold reg to reg	0.46	0	lft_in[15]	shft_reg_in[15]
max in group asynchronous	2.51	1	clk_cnt[9]	rst_n
min in group asynchronous	0.72	1	clk_cnt[2]	rst_n
[synth_stat cells, drive strengths merged]
master and count:
nand4 1, nand2b 1, ha 4, xor2 2
and2 1, dfstp 2, a21oi 15, and3b 1
or2 1, and3 3, nor2b 1, edfxtp 80
nand3 2, and4 2, clkbuf 1, dfrtp 10
buf 5, xnor2 4, inv 3, nor2 15
nand2 1, a21o 1, mux2i 16
[state kept, by name (all words and copies together), names as in the netlist]
| name | flops |
|---|---|
| lft_in | 16 |
| shft_reg_out | 16 |
| shft_reg_in | 16 |
| LRCLK | 1 |
| clk_cnt | 10 |
| rht_buffer | 16 |
| valid | 1 |
| lft_buffer | 16 |
[stage by stage]
step | hold slack, ns | instance area [µm²]
after floorplan | 0.361 | 3240
after global placement | 0.447 | 4110
after detailed placement | 0.444 | 4110
after CTS | 0.463 | 4330
after global routing | 0.487 | 4330
final | 0.457 | 4330
[per-layer routing]
| layer | up-vias | global-route usage (%) |
|---|---|---|
| li1 | 801 | - |
| met1 | 776 | 16.2 |
| met2 | 46 | 12.9 |
| met3 | 8 | 3.38 |
| met4 | 0 | 1.59 |
| met5 | - | 0 |
[final cells by class]
| cell class | count | share of cell area, % |
|---|---|---|
| Clock inverter | 6 | 2.05 |
| Clock buffer | 10 | 2.95 |
| Inverter | 3 | 0.260 |
| Multi-Input combinational cell | 71 | 11.4 |
| Tap cell | 136 | 3.93 |
| Timing Repair Buffer | 74 | 16.9 |
| Sequential cell | 92 | 62.5 |
[cell families (layout without fill, tap and decap cells)]
| group | count (synthesis) | in the layout | share of synthesized area (%) |
|---|---|---|---|
| mux | 16 | 16 | 4.94 |
| fa+ha+maj | 4 | 4 | 1.54 |
| compound gates | 16 | 16 | 2.55 |
| buf+inv | 9 | 93 | 1.39 |
| xor+xnor | 6 | 6 | 1.62 |
| flops | 92 | 92 | 83.4 |
| simple gates | 29 | 29 | 4.52 |
[power by group through the flow]
stage | sequential [W] | combinational (W) | clock [W]
after CTS | 0.00115 | 0.0000407 | 0.000760
after global routing | 0.00115 | 0.0000429 | 0.000796
final | 0.00115 | 0.0000400 | 0.000731
[worst reg2reg max path, delay by kind of cell, from the launching register on]
kind	cells	cell delay [ns]
fa+ha+maj	2	0.33
buf+inv	1	0.30
flops	1	0.40
simple gates	4	1.28
Power figures rest on the tool's default switching activity, not on a simulated workload.
