**design/flow/design.v**
```verilog
module FA(
  input 	A,B,Cin,	 
  output	S,Cout		 
);
	logic a_and_b, a_and_cin, b_and_cin;	 
	xor xor0(xor_ab, A, B);	    		 
	and and0(and_ab, A, B);	        	 
	xor xor1(S, xor_ab, Cin);		 
	and and1(and_xor_cin, xor_ab, Cin);	 
	or or0(Cout, and_ab, and_xor_cin); 	 
endmodule  
module RCA32(
  input 	[31:0]	A,B,	 
  input 			Cin,	 
  output 	[31:0]	S,		 
  output 			Cout  	 
);
	wire [31:0] Carries;	 
  genvar i;
  generate
    for (i = 0; i < 32; i = i + 1) begin : FA_Block
      if (i == 0) begin
        FA FA_inst (
          .A(A[i]), 
          .B(B[i]), 
          .Cin(Cin), 
          .S(S[i]), 
          .Cout(Carries[1])    
        );
      end else if (i == 31) begin
        FA FA_inst (
          .A(A[i]), 
          .B(B[i]), 
          .Cin(Carries[i]), 
          .S(S[i]), 
          .Cout(Cout)    
        );
      end else begin
        FA FA_inst (
          .A(A[i]), 
          .B(B[i]), 
          .Cin(Carries[i]), 
          .S(S[i]), 
          .Cout(Carries[i + 1])    
        );
      end
    end
  endgenerate
endmodule
```
**design/flow/run.sh**
```bash
#!/bin/bash
# OpenROAD 26Q1-2900-gdf79404cd8, Yosys 0.63+post, stock flow scripts
make -C /OpenROAD-flow-scripts/flow DESIGN_CONFIG=/design/flow/config.mk WORK_HOME=/design/flow/orfs finish
```
**design/flow/config.mk**
```make
export PLATFORM = sky130hd
export DESIGN_NAME = RCA32
export DESIGN_NICKNAME = RCA32
export VERILOG_FILES = /design/flow/design.v
export SDC_FILE = /design/flow/constraint.sdc
export NUM_CORES = 4
export LEC_CHECK = 1
export CORE_AREA = 10 10 104 104
export DIE_AREA = 0 0 114 114
```
**design/flow/constraint.sdc**
```tcl
current_design RCA32

set clk_period 31.2
set clk_io_pct 0.2

create_clock -name clk0 -period $clk_period

set non_clock_inputs [all_inputs -no_clocks]
set_input_delay [expr $clk_period * $clk_io_pct] -clock clk0 $non_clock_inputs
set_output_delay [expr $clk_period * $clk_io_pct] -clock clk0 [all_outputs]
```
==> impl_metrics.csv <==
group,metric,value,unit
worst_setup_path,timing_worst_setup_path_type,"in -> out",
placed_design,placement.io_buffers,98,
finish,most_used_cells_in_the_layout_excluding_fill_and_tap_cells,"sky130_fd_sc_hd__clkdlybuf4s50_1, sky130_fd_sc_hd__fa_1, sky130_fd_sc_hd__inv_1",
worst_setup_path,crit_path_end_kind,"primary output",
finish,seq_area,0,um2
clock_tree,cts_resized,0,
finish,fillCellCount,958,
flow_run,log.warning_count,32,
min_path,holdCritPathClass,"in -> out",
finish,drive_gt1_frac,0,
power_and_ir_drop,power_density,19.1,nW/um2
clock_tree,post-cts-setup-buffers,0,
sta,max-slew-margin-rel,0.927,
finish,design_area,1790,um2
finish,clock_buffer_count,0,
global_route,global_route.usage.met2,0.0615,
drt,drc_errors,0,
drt,antennaDiodeCount,0,
sta,report.final.hold_viol_count,0,
sta,setup_repair_after_global_routing_missed_its_margin,"false",
clock_tree,cts-hold-fix-buffers,0,
global_route,grt_start_max_net_pins,2,
sta,max_slew.worst_pin.slew,0.109,ns
global_route,grt_pass1_wl,5000,um
global_route,grtUsageMet3,0.0489,
global_route,busiest_layer,"met2",
drt,routed-via-count,743,
drt,antenna_violating_nets_post_route,0,
placed_design,globalplace.congestion,0.729,
worst_setup_path,critical-path-top-cell-by-count,"sky130_fd_sc_hd__fa_1",
floorplanning,design.die.area,13000,um2
global_route,grt.total_usage,0.0482,
floorplanning,die_height,114,um
floorplanning,rows,34,
sta,slew_violations,0,
sta,setup_viol,0,
drt,detailed_router_s_first_iteration_violation_count,1,
synthesis,yosys-stat-cells,74,
worst_setup_path,arrival,19.71,ns
sta,highest_clock_rate,0.0385,GHz
worst_setup_path,start_kind,"primary input",
floorplanning,core_region_area,8680,um2
synthesis,synthesis.yosys.warnings,3,
sta,summed_negative_setup_slack_over_all_endpoints,0,ns
global_route,antenna_found_initial,0,
synthesis,avgSynthCellArea,12.4,um2
drt,drt_wl_total,3140,um
sta,final_period_minus_worst_setup_slack,25.95,ns
drt,mean_routed_wirelength_per_cell,12.6,um
power_and_ir_drop,reported_leakage_power,0.670,nW
drt,first_pass_iters,2,
global_route,groute.layer.met1.usage,0.0594,
worst_setup_path,cp_data_required_time,24.96,ns
flow_run,max_cap_violations,0,
finish,area_delta_synth_final,95.4,%
drt,drt-vias-per-instance,3.00,
worst_setup_path,timing.critical_path.slowest_stage_cell,"sky130_fd_sc_hd__clkdlybuf4s50_1",
power_and_ir_drop,ir_worst_vdd,7.77,uV
worst_setup_path,cpPeakStageDelay,0.47,ns
finish,flops,0,
floorplanning,io-pin-count,98,
global_route,number_of_global_route_vias_before_repair,942,
floorplanning,die_span_in_x,114,um
floorplanning,fp-utilization,0.106,
sta,min_period_over_period,0.832,
outcome,status,"complete, no violations",
placed_design,detailed_place.area,1790,um2
synthesis,post_synth_inst_count,74,
placed_design,place.detailed.hpwl,3160,um
worst_setup_path,cp_max_fo,1,
global_route,globalRoute.totalOverflow,0,
synthesis,yosys.stat.seqShare,0,
synthesis,yosysChipArea,918,um2
finish,mostFrequentLayoutCell,"sky130_fd_sc_hd__clkdlybuf4s50_1",
synthesis,syn_area,918,um2
synthesis,synth.distinct_cells,3,
critical path, delay by kind of cell:
| family | cells | cell delay (ns) |
|---|---|---|
| fa+ha+maj | 32 | 12.35 |
| buf+inv | 6 | 1.11 |
path summary, 6_finish.rpt:
path | endpoint | from | cells after the start
setup / recovery | S[31] | A[0] | 38
hold / removal | S[0] | Cin | 5
metrics by stage:
step                      hold slack (ns)  worst slack (ns)   util  cells  power (mW)
after floorplan                     12.70              6.51      -     74      0.0167
after global placement              13.54              5.22  0.207    248      0.0352
after detailed placement            13.54              5.16  0.207    248      0.0354
after CTS                           13.54              5.15  0.207    248      0.0354
after global routing                13.55              4.76  0.207    248      0.0392
final                               13.52              5.25  0.207    248      0.0342
metal layers:
metal / routed length, um / vias to the layer above
li1: - / 312
met1: 1280 / 336
met2: 954 / 95
met3: 899 / 0
met4: 0 / 0
met5: 0 / -
synthesized netlist by cell type:
| library cell | number | area share |
|---|---|---|
| sky130_fd_sc_hd__buf_4 | 32 | 0.26 |
| sky130_fd_sc_hd__fa_1 | 32 | 0.70 |
| sky130_fd_sc_hd__inv_1 | 10 | 0.041 |
kinds of logic after synthesis:
group	count (synthesis)	share of synthesized area
fa+ha+maj	32	0.698
buf+inv	42	0.302
layout make-up:
class | instances | area, um2 | area share
multi-input combinational | 32 | 641 | 0.357
tap | 108 | 135 | 0.0753
inverter | 10 | 37.5 | 0.0209
timing repair buffer | 98 | 981 | 0.547
power breakdown:
group          internal (mW)  switching [mW]
logic                 0.0253         0.00888
clock network              0               0
registers                  0               0
Power is estimated from default activity; no workload was simulated.
